===== config.mk =====
export PLATFORM = sky130hd
export DESIGN_NAME = uart_freq_sender
export DESIGN_NICKNAME = uart_freq_sender
export VERILOG_FILES = /design/flow/design.v
export SDC_FILE = /design/flow/constraint.sdc
export NUM_CORES = 4
export LEC_CHECK = 1
export CORE_UTILIZATION = 30

===== design.v =====
module uart_freq_sender
(
    input wire clk,               
    input wire rst_n,             
    input wire send_en,           
    input wire [7:0] duty,        
    input wire [33:0] freq,       
    input wire [63:0] high_time,  
    input wire [63:0] low_time,   
    output reg uart_tx,           
    output reg tx_busy,           
    output reg [7:0] debug_state  
);
parameter CLK_FREQ = 50_000_000;   
parameter BAUD_RATE = 115200;       
parameter DATA_BITS = 8;            
parameter STOP_BITS = 1;            
parameter PARITY = 0;               
localparam BAUD_DIV = CLK_FREQ / BAUD_RATE;
localparam [3:0]
    IDLE        = 4'd0,
    SEND_HEADER = 4'd1,
    SEND_DUTY   = 4'd2,
    SEND_FREQ   = 4'd3,
    SEND_HIGH   = 4'd4,
    SEND_LOW    = 4'd5,
    SEND_TAIL   = 4'd6,
    SEND_CRLF   = 4'd7;
reg [3:0] state, next_state;
reg [15:0] baud_counter;
reg [3:0] bit_counter;
reg [7:0] tx_shift_reg;
reg [7:0] data_buffer [0:31]; 
reg [5:0] data_index;
reg [4:0] byte_counter;
reg tx_active;
wire baud_tick;
always @(posedge clk or negedge rst_n) begin
    if (!rst_n) begin
        baud_counter <= 0;
    end else begin
        if (baud_counter >= BAUD_DIV - 1) begin
            baud_counter <= 0;
        end else begin
            baud_counter <= baud_counter + 1;
        end
    end
end
assign baud_tick = (baud_counter == BAUD_DIV - 1); 
function [7:0] hex_to_ascii;
    input [3:0] hex;
    begin
        hex_to_ascii = (hex < 4'd10) ? (8'h30 + hex) : (8'h37 + hex); 
 end
endfunction
always @(posedge clk or negedge rst_n) begin
    if (!rst_n) begin
        data_index <= 0;
    end else if (send_en && state == IDLE) begin
        data_buffer[0]  = 8'h0D;  
        data_buffer[1]  = 8'h0A;  
        data_buffer[2]  = "F";
        data_buffer[3]  = "r";
        data_buffer[4]  = "e";
        data_buffer[5]  = "q";
        data_buffer[6]  = ":";
        data_buffer[7]  = " ";
        data_buffer[8]  = hex_to_ascii(freq[33:30]);
        data_buffer[9]  = hex_to_ascii(freq[29:26]);
        data_buffer[10] = hex_to_ascii(freq[25:22]);
        data_buffer[11] = hex_to_ascii(freq[21:18]);
        data_buffer[12] = hex_to_ascii(freq[17:14]);
        data_buffer[13] = hex_to_ascii(freq[13:10]);
        data_buffer[14] = hex_to_ascii(freq[9:6]);
        data_buffer[15] = hex_to_ascii(freq[5:2]);
        data_buffer[16] = hex_to_ascii(freq[1:0]);
        data_buffer[17] = "H";
        data_buffer[18] = "z";
        data_buffer[19] = " ";
        data_buffer[20] = "D";
        data_buffer[21] = "u";
        data_buffer[22] = "t";
        data_buffer[23] = "y";
        data_buffer[24] = ":";
        data_buffer[25] = " ";
        data_buffer[26] = hex_to_ascii(duty[7:4]);
        data_buffer[27] = hex_to_ascii(duty[3:0]);
        data_buffer[28] = "%";
        data_index <= 29;  
    end
end
always @(posedge clk or negedge rst_n) begin
    if (!rst_n) begin
        state <= IDLE;
        tx_busy <= 0;
        uart_tx <= 1'b1;
        tx_active <= 0;
        bit_counter <= 0;
        byte_counter <= 0;
    end else begin
        case (state)
            IDLE: begin
                tx_busy <= 0;
                uart_tx <= 1'b1;
                tx_active <= 0;
                bit_counter <= 0;
                byte_counter <= 0;
                if (send_en) begin
                    state <= SEND_HEADER;
                    tx_busy <= 1;
                end
            end
            SEND_HEADER: begin
                if (byte_counter < data_index) begin
                    if (!tx_active) begin
                        tx_shift_reg <= data_buffer[byte_counter];
                        uart_tx <= 1'b0;  
                        tx_active <= 1;
                        bit_counter <= 0;
                    end else if (baud_tick) begin
                        if (bit_counter < DATA_BITS) begin
                            uart_tx <= tx_shift_reg[bit_counter];
                            bit_counter <= bit_counter + 1;
                        end else if (bit_counter == DATA_BITS) begin
                            uart_tx <= 1'b1;
                            bit_counter <= bit_counter + 1;
                        end else begin
                            tx_active <= 0;
                            byte_counter <= byte_counter + 1;
                            if (byte_counter == data_index - 1) begin
                                state <= SEND_CRLF;
                                byte_counter <= 0;
                            end
                        end
                    end
                end
            end
            SEND_CRLF: begin
                if (!tx_active) begin
                    tx_shift_reg <= 8'h0D;  
                    uart_tx <= 1'b0;
                    tx_active <= 1;
                    bit_counter <= 0;
                end else if (baud_tick) begin
                    if (bit_counter < DATA_BITS) begin
                        uart_tx <= tx_shift_reg[bit_counter];
                        bit_counter <= bit_counter + 1;
                    end else if (bit_counter == DATA_BITS) begin
                        uart_tx <= 1'b1;
                        bit_counter <= bit_counter + 1;
                    end else begin
                        tx_active <= 0;
                        if (byte_counter == 0) begin
                            tx_shift_reg <= 8'h0A;
                            byte_counter <= 1;
                            tx_active <= 1;
                            bit_counter <= 0;
                            uart_tx <= 1'b0;
                        end else begin
                            state <= IDLE;
                        end
                    end
                end
            end
            default: state <= IDLE;
        endcase
        debug_state <= state;  
    end
end
endmodule

===== run.sh =====
#!/bin/bash
# OpenROAD 26Q1-2900-gdf79404cd8, Yosys 0.63+post, stock flow scripts
make -C /OpenROAD-flow-scripts/flow DESIGN_CONFIG=/design/flow/config.mk WORK_HOME=/design/flow/orfs finish

===== constraint.sdc =====
current_design uart_freq_sender

set clk_period 4.0
set clk_io_pct 0.2

create_clock -name clk0 -period $clk_period [get_ports {clk}]

set non_clock_inputs [all_inputs -no_clocks]
set_input_delay [expr $clk_period * $clk_io_pct] -clock clk0 $non_clock_inputs
set_output_delay [expr $clk_period * $clk_io_pct] -clock clk0 [all_outputs]

==> run summary <==
Results of an implementation run.

The clock passes through at most 2 buffers. The worst vdd rail ir drop is 0.2412 mV. For reference, the mux area share after synthesis is 4.072%.

The synthesized netlist devotes 14.11% of its cell area to simple gates. The post-synth register bit count is 112. The initial cell density of the core is 31.06%. Between clock sinks in the finished design, the worst skew comes to 0.008251 ns. For this block, the initial DRC count from the detailed router was 365. The startpoint kind of the worst setup timing path is a flop. The largest single stage delay on the critical path is 0.62 ns.

The synthesized netlist handed to floorplanning was reported with a cell count of 563. The global-route wire length before repair is 21.62 mm. The yosys stat cell total is 563. The flow ran to the end, and the final reports show no timing, DRC or antenna violations. The number of buffers inserted to repair setup after CTS is 0. The type recorded for the worst min-delay path is flop to flop.

The number of diodes is 0. The number of hold buffers added after CTS is 0. Based on the critical path, the design can be clocked at up to 0.3277 GHz.

The count of buffering cells on the critical path with inverters included is 1. The count of buffers from port buffering is 49. The cell sequence reported for the critical path is inv_1, ha_1, nor4b_1, nand2_1, a211o_1, a21oi_1. The completed layout was analyzed and its total power is 2.464 mW. The post-synthesis chip area from yosys is 0.006145 sq mm. The CTS tree is done.

STA puts the critical path data required time at 3.99 ns. The insertion delay at the late pin of the worst-skew pair is 0.35 ns. In this run, the synthesized area fraction spent on adder and majority cells is recorded as 5.091%.

The part of the Yosys area used for sequential elements is 52.23%. The end of the worst hold path is tx_busy. The script logs the ratio of routed vias to standard cells as 4.965. The start-to-end type of the worst setup path is flop to flop.

The clock edge transition at the registers on the reported setup and hold paths is 0.07 ns. The final report lists a non-filler cell total of 884. The total number of vias is 4389.

Gates resized during post-CTS repair numbered 0. The area growth from synthesis to final layout is 17.49%. The tool warning count is 160. The most frequently placed logic cell in the final layout is sky130_fd_sc_hd__edfxtp_1.

For the worst setup path, the data arrival time is 3.04 ns. The number of H-tree levels is 3. The peak fanout along the critical path is 9. The cell at the root of the clock tree is sky130_fd_sc_hd__clkbuf_16. The transition time of the tightest slew-check pin is 0.7607 ns. The biggest area contributor in the post-synthesis netlist is sky130_fd_sc_hd__edfxtp_1. The placed instance area is 0.006912 sq mm. In this run the core area contains 51 standard-cell rows. The I/O pin count is 183. The power density over the cells is 341.3 mW/mm^2. The async set or reset register ratio after synthesis is 27.68%. The endpoint kind of the worst setup timing path is a flop. The final setup slack of the worst path is 0.9485 ns. The leakage power of the design is 2.726 nW. The mapped netlist covers 0.006145 sq mm. Headroom to the max-slew limit came out at 49.29%. The residual overflow from global routing is 0. The terminus of the critical flop-to-flop path is tx_shift_reg[5]. Walking the critical path from launch to capture passes 6 cell instances. The final timing summary puts the cycle share of the worst path at 76.29%. The die is 145.1 um wide. The total number of yosys warnings is 26. The number of max-cap violations is 0. Entering global routing, the biggest net connects 73 pins. The final wirelength is 13.08 mm.

Per the TritonCTS log, the buffer count is 9. The remaining antenna violation count after routing is 0. The post-layout minimum cycle time is 3.052 ns. The distinct cell type count after synthesis is 76.

The total number of clock tree sinks is 112. The routed layout reports a DRC error count of 0. The vertical extent of the die is 145.1 um. Along the worst hold path, the cell count comes to 2. For this run, the leading register cell type out of synthesis is sky130_fd_sc_hd__edfxtp_1. The length in cells of the worst reg-to-reg path is 6. The final timing report counts setup violations totalling 0. Summed over all failing endpoints, the final setup total negative slack is 0 ns.

The cell class contributing the biggest share of worst-path delay is simple AND/OR/NAND/NOR gates. Ranked by total cell area, the synthesized netlist is headed by sky130_fd_sc_hd__edfxtp_1 40%, sky130_fd_sc_hd__dfrtp_1 12%, sky130_fd_sc_hd__ha_1 5.1%, sky130_fd_sc_hd__nand2_1 3.4%, sky130_fd_sc_hd__inv_1 3.3%. Dividing the synthesized area by the synthesized cell count gives 10.91 sq um. In this run, synthesis inferred 81 flip-flops with an integrated enable. The final max-slew violation count is 0.

The launch point of the worst min-delay path is recorded as tx_busy. Dividing the detail-routed wire length by the instance count gives 14.80 um. The number of antenna violations at the first check in global routing is 0. In this run, the synthesized area fraction spent on xor and xnor cells is recorded as 2.566%. The top cell types in the final layout, fill and taps aside, are 81 x sky130_fd_sc_hd__edfxtp_1, 56 x sky130_fd_sc_hd__nand2_1, 54 x sky130_fd_sc_hd__inv_1. The flip-flop count of the largest register after layout is 72. Among the non-sequential cells, AND-OR/OR-AND gates take the most area. On the critical path, the stage with the largest delay is an instance of sky130_fd_sc_hd__nor4b_1. Per the final layout report, the fraction of cells sized above drive strength 1 comes to 6.139%. The utilization after layout is 36.50%.

The placeable core region is 0.01978 sq mm. The critical register-to-register path startpoint is byte_counter[0]. The number of search-and-repair iterations in the first detailed-routing pass is 5.

The final design area excluding fillers is 0.007219 sq mm. For reference, the final report shows the hold violation count at 0. After detailed placement, the design holds a cell count of 868.

The pre-CTS setup slack is 0.9658 ns. The overall track demand over capacity in global routing is 13.17%. The placed wire-length estimate is 9.452 mm. The worst hold margin is 0.5254 ns. The via count of the first global-routing pass is 4211. Setup repair after global routing left no endpoint under its margin.

The synthesized design devotes to its leading area cell type 39.58% of total area. The routability-driven placement congestion ratio is 0.8810. The area fraction in compound gates is 15.92%. The register-to-register setup slack is 0.95 ns.

After floorplanning, the die was sized to cover 0.02106 sq mm.
[tightest hold or removal path, stage by stage, from the launching register on]
cell	delay [ns]
sky130_fd_sc_hd__dfrtp_1	0.34
sky130_fd_sc_hd__o21ai_0	0.08
sky130_fd_sc_hd__nand2b_1	0.07
[layer usage]
metal  routed length [um]  track usage (%)  up-vias
met5                    0                0        -
met2                 6016            20.41      124
li1                     -                -     2168
met3                  673            2.788       19
met1                 6160            20.09     2078
met4                  230            2.053        0
[Yosys cell counts (13+ instances only)]
cell type and n:
sky130_fd_sc_hd__ha_1 25, sky130_fd_sc_hd__mux2i_1 16, sky130_fd_sc_hd__edfxtp_1 81, sky130_fd_sc_hd__nand2_1 56
sky130_fd_sc_hd__clkbuf_1 15, sky130_fd_sc_hd__a21oi_1 35, sky130_fd_sc_hd__dfrtp_1 30, sky130_fd_sc_hd__inv_1 54
sky130_fd_sc_hd__xnor2_1 15, sky130_fd_sc_hd__o21ai_0 35, sky130_fd_sc_hd__nor2_1 23, sky130_fd_sc_hd__nand3_1 13
[where the power goes]
part / internal (mW) / switching (mW) / total [mW] / leakage [nW]
clock: 0.497 / 0.419 / 0.916 / 0.148
combinational: 0.126 / 0.140 / 0.267 / 1.45
sequential: 1.27 / 0.0138 / 1.28 / 1.12
total: 1.89 / 0.573 / 2.46 / 2.73
[cells by family after synthesis]
group           count (synthesis)
mux                            23
flops                         112
fa+ha+maj                      25
other cells                     1
xor+xnor                       18
simple gates                  162
compound gates                141
buf+inv                        81
[cell type report]
class / instances / area (sq um)
multi-input cells: 381 / 2613
repair buffers: 56 / 555.5
well taps: 265 / 331.6
fillers: 1927 / 12560
inverters: 54 / 202.7
clock buffers: 10 / 229.0
flip-flops and latches: 112 / 3209
clock inverters: 6 / 78.83
[worst max path at each step]
stage	from	endpoint	slack, ns
CTS	byte_counter[0]	tx_shift_reg[0]	0.97
finish	byte_counter[0]	tx_shift_reg[5]	0.95
global route	byte_counter[0]	tx_shift_reg[0]	0.64
Power and IR drop assume default switching activity.
